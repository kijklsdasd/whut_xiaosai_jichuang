### run.sh
#!/bin/bash
# OpenROAD 26Q1-2900-gdf79404cd8, Yosys 0.63+post, stock flow scripts
make -C /OpenROAD-flow-scripts/flow DESIGN_CONFIG=/design/flow/config.mk WORK_HOME=/design/flow/orfs finish
### config.mk
export PLATFORM = sky130hd
export DESIGN_NAME = AHBlite_Interconnect
export DESIGN_NICKNAME = AHBlite_Interconnect
export VERILOG_FILES = /design/flow/design.v
export SDC_FILE = /design/flow/constraint.sdc
export NUM_CORES = 4
export LEC_CHECK = 1
export CORE_AREA = 10 10 267 267
export DIE_AREA = 0 0 277 277
export SYNTH_HDL_FRONTEND = slang
### constraint.sdc
current_design AHBlite_Interconnect

set clk_period 5.8
set clk_io_pct 0.2

create_clock -name clk0 -period $clk_period [get_ports {HCLK}]

set non_clock_inputs [all_inputs -no_clocks]
set_input_delay [expr $clk_period * $clk_io_pct] -clock clk0 $non_clock_inputs
set_output_delay [expr $clk_period * $clk_io_pct] -clock clk0 [all_outputs]
### design.v
module AHBlite_Decoder
#(
    parameter Port0_en = 1,
    parameter Port1_en = 1,
    parameter Port2_en = 0,
    parameter Port3_en=0,
    parameter Port4_en=1
)(
    input [31:0] HADDR,
    output wire P0_HSEL,
    output wire P1_HSEL,
    output wire P2_HSEL,
    output wire P3_HSEL,       
    output wire P4_HSEL  
);
assign P0_HSEL = (HADDR[31:16] == 16'h0000) ? Port0_en : 1'd0;
assign P2_HSEL = 1'd0;
assign P3_HSEL = 1'b0;
assign P4_HSEL = (HADDR[31:8] == 24'h400001) ? Port4_en : 1'd0;
assign P1_HSEL = (HADDR[31:16] == 16'h2000) ? Port1_en : 1'b0;
endmodule
module AHBlite_Interconnect(
    input   wire    HCLK,
    input   wire    HRESETn,
    input   wire    [31:0]  HADDR,
    input   wire    [2:0]   HBURST,
    input   wire            HMASTLOCK,
    input   wire    [3:0]   HPROT,
    input   wire    [2:0]   HSIZE,
    input   wire    [1:0]   HTRANS,
    input   wire    [31:0]  HWDATA,
    input   wire            HWRITE,
    output  wire            HREADY,
    output  wire    [31:0]  HRDATA,
    output  wire            HRESP,
    output  wire            HSEL_P0,
    output  wire    [31:0]  HADDR_P0,
    output  wire    [2:0]   HBURST_P0,
    output  wire            HMASTLOCK_P0,
    output  wire    [3:0]   HPROT_P0,
    output  wire    [2:0]   HSIZE_P0,
    output  wire    [1:0]   HTRANS_P0,
    output  wire    [31:0]  HWDATA_P0,
    output  wire            HWRITE_P0,
    output  wire            HREADY_P0,
    input   wire            HREADYOUT_P0,
    input   wire    [31:0]  HRDATA_P0,
    input   wire            HRESP_P0,
    output  wire            HSEL_P1,
    output  wire    [31:0]  HADDR_P1,
    output  wire    [2:0]   HBURST_P1,
    output  wire            HMASTLOCK_P1,
    output  wire    [3:0]   HPROT_P1,
    output  wire    [2:0]   HSIZE_P1,
    output  wire    [1:0]   HTRANS_P1,
    output  wire    [31:0]  HWDATA_P1,
    output  wire            HWRITE_P1,
    output  wire            HREADY_P1,
    input   wire            HREADYOUT_P1,
    input   wire    [31:0]  HRDATA_P1,
    input   wire            HRESP_P1,
    output  wire            HSEL_P2,
    output  wire    [31:0]  HADDR_P2,
    output  wire    [2:0]   HBURST_P2,
    output  wire            HMASTLOCK_P2,
    output  wire    [3:0]   HPROT_P2,
    output  wire    [2:0]   HSIZE_P2,
    output  wire    [1:0]   HTRANS_P2,
    output  wire    [31:0]  HWDATA_P2,
    output  wire            HWRITE_P2,
    output  wire            HREADY_P2,
    input   wire            HREADYOUT_P2,
    input   wire    [31:0]  HRDATA_P2,
    input   wire            HRESP_P2,
    output  wire            HSEL_P3,
    output  wire    [31:0]  HADDR_P3,
    output  wire    [2:0]   HBURST_P3,
    output  wire            HMASTLOCK_P3,
    output  wire    [3:0]   HPROT_P3,
    output  wire    [2:0]   HSIZE_P3,
    output  wire    [1:0]   HTRANS_P3,
    output  wire    [31:0]  HWDATA_P3,
    output  wire            HWRITE_P3,
    output  wire            HREADY_P3,
    input   wire            HREADYOUT_P3,
    input   wire    [31:0]  HRDATA_P3,
    input   wire            HRESP_P3,
    output  wire            HSEL_P4,
    output  wire    [31:0]  HADDR_P4,
    output  wire    [2:0]   HBURST_P4,
    output  wire            HMASTLOCK_P4,
    output  wire    [3:0]   HPROT_P4,
    output  wire    [2:0]   HSIZE_P4,
    output  wire    [1:0]   HTRANS_P4,
    output  wire    [31:0]  HWDATA_P4,
    output  wire            HWRITE_P4,
    output  wire            HREADY_P4,
    input   wire            HREADYOUT_P4,
    input   wire    [31:0]  HRDATA_P4,
    input   wire            HRESP_P4
);
assign  HADDR_P0    =   HADDR;
assign  HADDR_P1    =   HADDR;
assign  HADDR_P2    =   HADDR;
assign  HADDR_P3    =   HADDR;
assign  HADDR_P4    =   HADDR;
assign  HBURST_P0   =   HBURST;
assign  HBURST_P1   =   HBURST;
assign  HBURST_P2   =   HBURST;
assign  HBURST_P3   =   HBURST;
assign  HBURST_P4   =   HBURST;
assign HMASTLOCK_P0 =   HMASTLOCK;
assign HMASTLOCK_P1 =   HMASTLOCK;
assign HMASTLOCK_P2 =   HMASTLOCK;
assign HMASTLOCK_P3 =   HMASTLOCK;
assign HMASTLOCK_P4 =   HMASTLOCK;
assign HPROT_P0     =   HPROT;
assign HPROT_P1     =   HPROT;
assign HPROT_P2     =   HPROT;
assign HPROT_P3     =   HPROT;
assign HPROT_P4     =   HPROT;
assign HSIZE_P0     =   HSIZE;
assign HSIZE_P1     =   HSIZE;
assign HSIZE_P2     =   HSIZE;
assign HSIZE_P3     =   HSIZE;
assign HSIZE_P4     =   HSIZE;
assign HTRANS_P0     =   HTRANS;
assign HTRANS_P1     =   HTRANS;
assign HTRANS_P2     =   HTRANS;
assign HTRANS_P3     =   HTRANS;
assign HTRANS_P4     =   HTRANS;
assign HWDATA_P0     =   HWDATA;
assign HWDATA_P1     =   HWDATA;
assign HWDATA_P2     =   HWDATA;
assign HWDATA_P3     =   HWDATA;
assign HWDATA_P4     =   HWDATA;
assign HWRITE_P0     =   HWRITE;
assign HWRITE_P1     =   HWRITE;
assign HWRITE_P2     =   HWRITE;
assign HWRITE_P3     =   HWRITE;
assign HWRITE_P4     =   HWRITE;
assign HREADY_P0     =   HREADY;
assign HREADY_P1     =   HREADY;
assign HREADY_P2     =   HREADY;
assign HREADY_P3     =   HREADY;
assign HREADY_P4     =   HREADY;
AHBlite_Decoder Decoder(
    .HADDR      (HADDR),
    .P0_HSEL    (HSEL_P0),
    .P1_HSEL    (HSEL_P1),
    .P2_HSEL    (HSEL_P2),
    .P3_HSEL    (HSEL_P3),
    .P4_HSEL    (HSEL_P4)    
);
AHBlite_SlaveMUX SlaveMUX(
    .HCLK           (HCLK),
    .HRESETn        (HRESETn),
    .HREADY         (HREADY),
    .P0_HSEL        (HSEL_P0),
    .P0_HREADYOUT   (HREADYOUT_P0),
    .P0_HRESP       (HRESP_P0),
    .P0_HRDATA      (HRDATA_P0),
    .P1_HSEL        (HSEL_P1),
    .P1_HREADYOUT   (HREADYOUT_P1),
    .P1_HRESP       (HRESP_P1),
    .P1_HRDATA      (HRDATA_P1),
    .P2_HSEL        (HSEL_P2),
    .P2_HREADYOUT   (HREADYOUT_P2),
    .P2_HRESP       (HRESP_P2),
    .P2_HRDATA      (HRDATA_P2),
    .P3_HSEL        (HSEL_P3),
    .P3_HREADYOUT   (HREADYOUT_P3),
    .P3_HRESP       (HRESP_P3),
    .P3_HRDATA      (HRDATA_P3),
    .P4_HSEL        (HSEL_P4),
    .P4_HREADYOUT   (HREADYOUT_P4),
    .P4_HRESP       (HRESP_P4),
    .P4_HRDATA      (HRDATA_P4),
    .HREADYOUT      (HREADY),
    .HRESP          (HRESP),
    .HRDATA         (HRDATA)
);
endmodule
module AHBlite_SlaveMUX (
    input HCLK,
    input HRESETn,
    input HREADY,
    input P0_HSEL,
    input P0_HREADYOUT,
    input P0_HRESP,
    input [31:0] P0_HRDATA,
    input P1_HSEL,
    input P1_HREADYOUT,
    input P1_HRESP,
    input [31:0] P1_HRDATA,
    input P2_HSEL,
    input P2_HREADYOUT,
    input P2_HRESP,
    input [31:0] P2_HRDATA,
    input P3_HSEL,
    input P3_HREADYOUT,
    input P3_HRESP,
    input [31:0] P3_HRDATA,
    input P4_HSEL,
    input P4_HREADYOUT,
    input P4_HRESP,
    input [31:0] P4_HRDATA,
    output wire HREADYOUT,
    output wire HRESP,
    output wire [31:0] HRDATA
);
reg [4:0] hsel_reg;
always@(posedge HCLK or negedge HRESETn) begin
    if(~HRESETn) hsel_reg <= 5'b00000;
    else if(HREADY) hsel_reg <= {P0_HSEL,P1_HSEL,P2_HSEL,P3_HSEL,P4_HSEL};
end
reg hready_mux;
always@(*) begin
    case(hsel_reg)
    5'b00001 : begin hready_mux = P4_HREADYOUT;end
    5'b00010 : begin hready_mux = P3_HREADYOUT;end
    5'b00100 : begin hready_mux = P2_HREADYOUT;end
    5'b01000 : begin hready_mux = P1_HREADYOUT;end
    5'b10000 : begin hready_mux = P0_HREADYOUT;end
    default : begin hready_mux = 1'b1;end
    endcase
end
assign HREADYOUT = hready_mux;
reg hresp_mux;
always@(*) begin
    case(hsel_reg)
    5'b00001 : begin hresp_mux = P4_HRESP;end
    5'b00010 : begin hresp_mux = P3_HRESP;end
    5'b00100 : begin hresp_mux = P2_HRESP;end
    5'b01000 : begin hresp_mux = P1_HRESP;end
    5'b10000 : begin hresp_mux = P0_HRESP;end
    default : begin hresp_mux = 1'b0;end
    endcase
end
assign HRESP = hresp_mux;
reg [31:0] hrdata_mux;
always@(*) begin
    case(hsel_reg)
    5'b00001 : begin hrdata_mux = P4_HRDATA;end
    5'b00010 : begin hrdata_mux = P3_HRDATA;end
    5'b00100 : begin hrdata_mux = P2_HRDATA;end
    5'b01000 : begin hrdata_mux = P1_HRDATA;end
    5'b10000 : begin hrdata_mux = P0_HRDATA;end
    default : begin hrdata_mux = 32'b0;end
    endcase
end
assign HRDATA = hrdata_mux;
endmodule 
==> out/metrics.yaml <==
worst-setup-path-type: "input pin to primary output"
timing.rr.end: "SlaveMUX.hsel_reg[4]"
hp-start: "SlaveMUX.hsel_reg[3]"
layout_top_cell: "clkdlybuf4s50_1"
first_global_vias: 3053
setup_ws_ns: 1.234
holdPathStages: 1
final_area_mm2: 0.004922
cts_setup_buffers: 0
cts_sinks: 3
yosys-top-cells-area: "buf_4 (77%), a22oi_1 (6.4%), o21ai_0 (4.0%)"
rsz0062_at_grt: "false"
placed_cell_area_mm2: 0.004843
drt-initial-drc-count: 55
cpMostUsedCell: "clkdlybuf4s50_1"
io_pins: 684
cp_top_family: "simple AND/OR/NAND/NOR gates"
drive_gt1_frac: 0.04206
reg2reg_depth: 4
syn_inst: 540
p_leak_nw: 1.410
async_flop_share: 1.000
hold_viol_final: 0
antenna_left: 0
numPortBuffers: 289
overflow: 0
diodes: 0
hold_path_end: "SlaveMUX.hsel_reg[3]"
vias: 2583
rows: 94
fin_crit_ns: 4.566
synthesis.area_mm2: 0.003862
pre_cts_ws_ns: 1.084
clockBufferDepth: 2
edf_count: 0
drv_slew: 0
endpoint_kind: "primary output"
mostFrequentLayoutCells: "clkdlybuf4s50_1 (289), nand2_1 (34), a22oi_1 (33), o21ai_0 (31), buf_4 (7)"
cts_hold_buf: 0
synth_seq_share: 0.01944
wl_mm: 17.75
crit_slowest_cell: "nor4_1"
place_inst: 1288
grt_pass1_wl_mm: 23.71
chipArea_mm2: 0.07673
rrSetupSlack_ns: 4.03
r2r_start: "SlaveMUX.hsel_reg[4]"
path_buffers: 2
worstSetupStartpointType: "input pin"
insertion_delay_ns: 0.22
synth_cell_types: 25
path_depth: 5
core_mm2: 0.06563
fin_skew_ns: 0.0002524
slew_headroom: 0.5081
yosys.area.top_type_share: 0.7716
fmax_mhz: 219.0
fin_cells: 1292
area_growth_pct: 27.44
worst_slew_pin_slew_ns: 0.7312
report.power.total_mw: 0.3128
firstDrtPassIters: 4
cts-root-buf: "clkbuf_16"
finalSetupViolCount: 0
crit_start: "HADDR[20]"
routabilityCongestion: 0.7063
ys_warn_count: 0
required_ns: 4.64
cts_made_buffers: 3
tool_warnings: 93
critPathMaxFanout: 6
synth_flops: 3
cts_tree: "done"
path_cells: "clkdlybuf4s50_1 > nor4_1 > nand4_1 > nor3_1 > clkdlybuf4s50_1"
dp_hpwl_mm: 15.71
status: "finished clean"
cts_resized: 0
largest_reg_flops: 3
powerDensity_mw_per_mm2: 63.55
drt_drc_violations_left: 0
flop_cell: "dfrtp_1"
synth_area_leader_cell: "buf_4"
wl_per_cell_um: 13.73
fp_util: 0.05885
fin_tns_setup_ns: 0
avgSynthCellArea_um2: 7.153
clkTransAtPathRegs_ns: 0.03
grt_usage: 0.04283
peakVddDrop_uv: 113.2
finalCritPeriodShare: 0.7872
ys_cells: 540
critPathMaxStageDelay_ns: 0.69
drv_cap: 0
grt_max_degree: 34
fill_cells: 7715
die_y_um: 277
viasPerCell: 1.999
htreeDepth: 1
hold_path.class: "flop to flop"
fp.dieW_um: 277
antenna_found_initial: 4
crit_arrival_ns: 3.41
yosys_area_mm2: 0.003862
[Yosys cell counts, types with 2 or more instances]
library cell,n
nand2_1,34
o21ai_0,31
inv_1,2
nand4_1,2
mux2_4,2
nor4_1,5
buf_2,9
buf_4,397
a22oi_1,33
o21ai_1,2
nor2_1,3
clkbuf_1,5
dfrtp_1,3
[worst reg2reg max path: stages (launching register included)]
cell and delay, ns:
dfrtp_1 0.42, nor2b_4 0.54, a22oi_4 0.08, o22a_4 0.30, mux2_4 0.31
[metal layers]
layer	vias up	share of wire	global-route usage
met5	-	0.00062	0
met4	2	0.051	0.02007
met3	82	0.17	0.02932
met2	349	0.43	0.06767
met1	1040	0.34	0.04251
li1	1110	-	-
[cell type report]
type                            count  area (µm²)  area share
Clock buffer                        4       78.83     0.01601
Inverter                            2       7.507    0.001525
Tap cell                          864        1081      0.2196
Multi-Input combinational cell    123       733.2      0.1490
Sequential cell                     3       76.32     0.01551
Timing Repair Buffer              296        2945      0.5984
[per-stage QoR]
stage,hold WS [ns],utilization
after global placement,0.5675,0.07380
after detailed placement,0.5716,0.07380
after CTS,0.5763,0.07500
after floorplan,0.5126,-
after global routing,0.5929,0.07500
final,0.5701,0.07500
[logic make-up after synthesis]
group	synth area share
buffers and inverters	0.7943
other	0.0009709
DFF	0.01944
and+or+nand+nor	0.05831
muxes	0.007775
AOI/OAI and AO/OA	0.1192
[worst max path at each step]
stage | endpoint | slack [ns]
CTS | HSEL_P0 | 1.08
global route | HSEL_P0 | 1.02
finish | HSEL_P0 | 1.23
[report_power, final]
part	internal [mW]	switching [mW]	total (mW)
Sequential	0.0211	0.000000484	0.0211
Clock	0.0907	0.0182	0.109
Combinational	0.143	0.0399	0.183
