==> design/flow/design.v <==
module AHBlite_GPIO(
    input  wire          HCLK,    
    input  wire          HRESETn, 
    input  wire          HSEL,    
    input  wire   [31:0] HADDR,   
    input  wire    [1:0] HTRANS,  
    input  wire    [2:0] HSIZE,   
    input  wire    [3:0] HPROT,   
    input  wire          HWRITE,  
    input  wire   [31:0] HWDATA,  
    input  wire          HREADY,  
    output wire          HREADYOUT, 
    output wire   [31:0] HRDATA,  
    output wire          HRESP,
    output wire         outEn,
    output wire    [3:0]oData,
    input  wire    [3:0]iData  
);
assign HRESP = 1'b0;
assign HREADYOUT = 1'b1;
wire write_en;
assign write_en = HSEL & HTRANS[1] & HWRITE & HREADY;
wire read_en;
assign read_en=HSEL&HTRANS[1]&(~HWRITE)&HREADY;
reg [7:0] addr_reg;
always@(posedge HCLK or negedge HRESETn) begin
  if(~HRESETn) addr_reg <= 8'h0;
  else if(read_en || write_en) addr_reg <= HADDR[7:0];
end
reg rd_en_reg;
always@(posedge HCLK or negedge HRESETn) begin
  if(~HRESETn) rd_en_reg <= 1'b0;
  else if(read_en) rd_en_reg <= 1'b1;
  else rd_en_reg <= 1'b0;
end
reg wr_en_reg;
always@(posedge HCLK or negedge HRESETn) begin
  if(~HRESETn) wr_en_reg <= 1'b0;
  else if(write_en) wr_en_reg <= 1'b1;
  else  wr_en_reg <= 1'b0;
end
assign HRDATA = (rd_en_reg  & (addr_reg == 8'h14)) ? {28'd0,iData} : 32'd0;
reg  [3:0]oData_reg;
reg outEn_reg;
always@(posedge HCLK or negedge HRESETn) begin
    if(~HRESETn) begin
        oData_reg <= 3'd0;
        outEn_reg <= 1'd0;
    end
    else if(wr_en_reg & addr_reg == 8'h10)  oData_reg <= {3'b0,HWDATA[0]};
    else if(wr_en_reg & addr_reg == 8'h20)  oData_reg <= {2'b0,HWDATA[0],1'b0};
    else if(wr_en_reg & addr_reg == 8'h40)  oData_reg <= {1'b0,HWDATA[0],2'b0};
    else if(wr_en_reg & addr_reg == 8'h80)  oData_reg <= {HWDATA[0],3'b0};
    else if(wr_en_reg & addr_reg == 8'h18)  outEn_reg <= HWDATA[0];
  end
assign oData = oData_reg;
assign outEn = outEn_reg;
endmodule
==> design/flow/run.sh <==
#!/bin/bash
# OpenROAD 26Q1-2900-gdf79404cd8, Yosys 0.63+post, stock flow scripts
make -C /OpenROAD-flow-scripts/flow DESIGN_CONFIG=/design/flow/config.mk WORK_HOME=/design/flow/orfs finish
==> design/flow/config.mk <==
export PLATFORM = sky130hd
export DESIGN_NAME = AHBlite_GPIO
export DESIGN_NICKNAME = AHBlite_GPIO
export VERILOG_FILES = /design/flow/design.v
export SDC_FILE = /design/flow/constraint.sdc
export NUM_CORES = 4
export LEC_CHECK = 1
export CORE_AREA = 10 10 73 73
export DIE_AREA = 0 0 83 83
export SYNTH_HDL_FRONTEND = slang
==> design/flow/constraint.sdc <==
current_design AHBlite_GPIO

set clk_period 2.5
set clk_io_pct 0.2

create_clock -name clk0 -period $clk_period [get_ports {HCLK}]

set non_clock_inputs [all_inputs -no_clocks]
set_input_delay [expr $clk_period * $clk_io_pct] -clock clk0 $non_clock_inputs
set_output_delay [expr $clk_period * $clk_io_pct] -clock clk0 [all_outputs]
==> highlights.md <==
• **status** complete, no violations
• **final standard cell count with taps included and fillers excluded** 183
• **initial antenna violation count** 0
• **arrival time worst endpoint** 1.87 ns
• **Global Route Usage Sum** 6.16%
• **OpenROAD warning count** 88
• **number of synthesized register bits** 15
• **Wirelength per Cell** 11.9 um
• **Init Core Util** 26.6%
• **Worst Clk Skew** 0.000164 ns
• **kind of capture point of the worst setup path** output pin
• **number of filler cells placed in the layout** 381
• **Fmax** 0.422 GHz
• **TritonCTS Sinks** 15
• **Startpoint Class** flip-flop
• **overflow left after global routing** 0
• **number of pins with negative max-slew slack in the final report** 0
• **TritonCTS clock tree** done
• **Clock Latency Late Sink** 0.24 ns
• **share of final-layout standard cells stronger than drive strength 1** 17.0%
• **vias in the first global route** 769
• **worst ir drop on vdd** 0.227 mV
• **Core Region** 3740 um^2
• **register clock-pin slew on the reported worst setup and hold paths** 0.06 ns
• **Cell Area, Synth** 997 um^2
• **via count** 724
• **number of hold-repair buffers added at the cts stage** 0
• **number of H-tree branching levels** 1
• **die area** 6890 um^2
• **Critical Setup Path Class** flip-flop to output pin
• **required arrival time at the worst endpoint** 2.00 ns
• **Die Width** 83 um
• **# DRC** 0
• **number of port buffers** 27
• **total power** 0.000701 W
• **shortest period the worst path allows** 2.37 ns
• **number of flip-flops under the largest register name** 8
• **Max Cap Viol** 0
• **pin count of the biggest net entering global routing** 16
• **Ys Warns** 0
• **top-level port count** 121
• **areal power density over the cells** 536 nW/um^2
• **Post-DRT Antenna Nets** 0
• **ys cells** 103
• **FP Rows** 22
• **HP Class** flip-flop to flip-flop
• **Placed Cells incl. Taps** 178
• **final worst path period share** 94.7%
• **TritonRoute pass-1 iters** 4
• **area overhead of the layout relative to synthesis** 31.1%
• **portion of the post-synthesis area used by sequential elements** 37.6%
• **actual transition at the worst max-transition pin** 0.663 ns
• **Post-Route Setup TNS** 0 ns
• **unrepaired setup endpoints after global routing** false
• **total routed wirelength** 2.18 mm
• **TritonCTS buffer count** 3
• **worst hold stages** 1
• **CP max FO** 4
• **Die Ht** 83 um
• **synth unique cells** 24
• **Fin Hold WS** 0.518 ns
• **remaining max-slew budget at the tightest pin** 55.7%
• **Chip Area, Yosys** 997 um^2
• **first-pass GRT wire length** 3.71 mm
• **ant diodes** 0
• **number of buffers on the longest clock path** 2
• **number of failing setup endpoints in the final timing report** 0
• **root cell of the clock tree** sky130_fd_sc_hd__clkbuf_8
• **worst setup slack for register-to-register paths** 0.81 ns
• **fraction of the core area covered by cells at the end of the flow** 34.9%
• **Worst Reg-to-Reg Cells** 5
• **Leakage** 0.573 nW
• **number of DRC violations after detailed-routing iteration 0** 92
• **final HPWL from detailed placement** 1.80 mm
• **Avg Synthesized Cell Area** 9.68 um^2
• **instance tally after logic synthesis** 103
• **post-detailed-route via-to-cell ratio** 3.96
• **final hold violation count** 0
• **routability cong.** 0.797
## cell type report
cell class | count | area [um^2] | share of cell area (%)
Timing Repair Buffer | 33 | 315 | 24.1
Tap cell | 48 | 60.1 | 4.59
Inverter | 1 | 3.75 | 0.287
Multi-Input combinational cell | 82 | 507 | 38.8
Sequential cell | 15 | 375 | 28.7
Clock inverter | 1 | 5.00 | 0.383
Clock buffer | 3 | 41.3 | 3.16
## Yosys cell counts
master | instances | area share (%)
sky130_fd_sc_hd__and2_1 | 5 | 3.1
sky130_fd_sc_hd__or3b_1 | 1 | 0.88
sky130_fd_sc_hd__nand3_1 | 5 | 2.5
sky130_fd_sc_hd__nor3b_4 | 1 | 1.9
sky130_fd_sc_hd__a22oi_1 | 1 | 0.75
sky130_fd_sc_hd__o21ai_0 | 5 | 2.5
sky130_fd_sc_hd__o211ai_1 | 2 | 1.5
sky130_fd_sc_hd__or4b_1 | 1 | 1.0
sky130_fd_sc_hd__nor2b_1 | 1 | 0.63
sky130_fd_sc_hd__buf_2 | 2 | 1.0
sky130_fd_sc_hd__nor3_1 | 1 | 0.50
sky130_fd_sc_hd__nand2_1 | 7 | 2.6
sky130_fd_sc_hd__nor2_1 | 4 | 1.5
sky130_fd_sc_hd__conb_1 | 2 | 0.75
sky130_fd_sc_hd__a32o_1 | 1 | 1.0
sky130_fd_sc_hd__nor4b_2 | 1 | 1.5
sky130_fd_sc_hd__mux2_2 | 9 | 10
sky130_fd_sc_hd__nor4_1 | 1 | 0.63
sky130_fd_sc_hd__buf_4 | 30 | 23
sky130_fd_sc_hd__nand4_1 | 3 | 1.9
sky130_fd_sc_hd__xor2_1 | 3 | 2.6
sky130_fd_sc_hd__buf_1 | 1 | 0.38
sky130_fd_sc_hd__dfrtp_1 | 15 | 38
sky130_fd_sc_hd__inv_1 | 1 | 0.38
## power breakdown
part	internal (W)	total [W]	switching [W]
registers	0.000281	0.000316	0.0000352
clock network	0.000110	0.000193	0.0000830
logic	0.000116	0.000192	0.0000756
total	0.000507	0.000701	0.000194
## layout by cell type, fill, tap and decap left out, drive strengths merged
| cell type | netlist | final |
|---|---|---|
| dfrtp | 15 | 15 |
| nand4 | 3 | 3 |
| buf | 33 | 6 |
| clkdlybuf4s50 | 0 | 27 |
| nor3b | 1 | 1 |
| o211ai | 2 | 2 |
| o21ai | 5 | 5 |
| nand3 | 5 | 5 |
| inv | 1 | 1 |
| and2 | 5 | 5 |
| mux2 | 9 | 9 |
| xor2 | 3 | 3 |
| nor4 | 1 | 1 |
| a32o | 1 | 1 |
| clkbuf | 0 | 3 |
| or3b | 1 | 1 |
| nor4b | 1 | 1 |
| nor2 | 4 | 4 |
| a22oi | 1 | 1 |
| nand2 | 7 | 7 |
| nor2b | 1 | 1 |
| conb | 2 | 30 |
| clkinv | 0 | 1 |
| or4b | 1 | 1 |
| nor3 | 1 | 1 |
## cells by family after synthesis
family	share of synthesized area, %
buffers and inverters	24.3
and+or+nand+nor	18.7
DFF	37.6
AOI/OAI and AO/OA	5.77
muxes	10.2
xor gates and xnor gates	2.64
other	0.753
## critical path, cell delays in order, from the launching register on
cell                              delay [ns]
sky130_fd_sc_hd__dfrtp_1                0.41
sky130_fd_sc_hd__nor4b_4                0.31
sky130_fd_sc_hd__nand2_1                0.13
sky130_fd_sc_hd__nor3_4                 0.17
sky130_fd_sc_hd__and2_4                 0.16
sky130_fd_sc_hd__clkdlybuf4s50_1        0.45
## layer usage
layer	share of wire, %	up-vias	track usage, %
met5	0	-	0
met1	44	326	8.00
met3	9.7	0	3.15
li1	-	356	-
met2	46	42	9.50
met4	0	0	0
## timing repair
| item | in CTS | in global routing |
|---|---|---|
| resized | 2 | 2 |
| buffers inserted | 1 | 0 |
| pin swaps | 1 | 3 |
| setup endpoints to repair | 4 | 4 |
## per-stage QoR
step	cell area, um^2	worst slack (ns)
after CTS	1300	0.0640
final	1310	0.131
after floorplan	1100	0.701
after global placement	1230	0.138
after global routing	1310	0.00562
after detailed placement	1230	0.0640
## final timing paths
| path | end | startpoint |
|---|---|---|
| worst max-delay path | HRDATA[1] | addr_reg[5]$_DFFE_PN0P_ |
| worst min-delay path | outEn$_DFFE_PN0P_ | outEn$_DFFE_PN0P_ |
| worst max register to register | oData[1]$_DFFE_PN0P_ | addr_reg[4]$_DFFE_PN0P_ |
| worst min register to register | outEn$_DFFE_PN0P_ | outEn$_DFFE_PN0P_ |
| max in group asynchronous | rd_en_reg$_DFF_PN0_ | HRESETn |
| min in group asynchronous | oData[3]$_DFFE_PN0P_ | HRESETn |
Power is estimated from default activity; no workload was simulated.
